$ cat /design/flow/design.v
module biriscv_npc
#(
     parameter SUPPORT_BRANCH_PREDICTION = 1
    ,parameter NUM_BTB_ENTRIES  = 32
    ,parameter NUM_BTB_ENTRIES_W = 5
    ,parameter NUM_BHT_ENTRIES  = 512
    ,parameter NUM_BHT_ENTRIES_W = 9
    ,parameter RAS_ENABLE       = 1
    ,parameter GSHARE_ENABLE    = 0
    ,parameter BHT_ENABLE       = 1
    ,parameter NUM_RAS_ENTRIES  = 8
    ,parameter NUM_RAS_ENTRIES_W = 3
)
(
     input           clk_i
    ,input           rst_i
    ,input           invalidate_i
    ,input           branch_request_i
    ,input           branch_is_taken_i
    ,input           branch_is_not_taken_i
    ,input  [ 31:0]  branch_source_i
    ,input           branch_is_call_i
    ,input           branch_is_ret_i
    ,input           branch_is_jmp_i
    ,input  [ 31:0]  branch_pc_i
    ,input  [ 31:0]  pc_f_i
    ,input           pc_accept_i
    ,output [ 31:0]  next_pc_f_o
    ,output [  1:0]  next_taken_f_o
);
localparam RAS_INVALID = 32'h00000001;
generate
if (SUPPORT_BRANCH_PREDICTION)
begin: BRANCH_PREDICTION
wire        pred_taken_w;
wire        pred_ntaken_w;
wire        btb_valid_w;
wire        btb_upper_w;
wire [31:0] btb_next_pc_w;
wire        btb_is_call_w;
wire        btb_is_ret_w;
reg [NUM_RAS_ENTRIES_W-1:0] ras_index_real_q;
reg [NUM_RAS_ENTRIES_W-1:0] ras_index_real_r;
always @ *
begin
    ras_index_real_r = ras_index_real_q;
    if (branch_request_i & branch_is_call_i)
        ras_index_real_r = ras_index_real_q + 1;
    else if (branch_request_i & branch_is_ret_i)
        ras_index_real_r = ras_index_real_q - 1;
end
always @ (posedge clk_i or posedge rst_i)
if (rst_i)
    ras_index_real_q <= {NUM_RAS_ENTRIES_W{1'b0}};
else
    ras_index_real_q <= ras_index_real_r;
reg [31:0] ras_stack_q[NUM_RAS_ENTRIES-1:0];
reg [NUM_RAS_ENTRIES_W-1:0] ras_index_q;
reg [NUM_RAS_ENTRIES_W-1:0] ras_index_r;
wire [31:0] ras_pc_pred_w   = ras_stack_q[ras_index_q];
wire        ras_call_pred_w = RAS_ENABLE & (btb_valid_w & btb_is_call_w) & ~ras_pc_pred_w[0];
wire        ras_ret_pred_w  = RAS_ENABLE & (btb_valid_w & btb_is_ret_w) & ~ras_pc_pred_w[0];
always @ *
begin
    ras_index_r = ras_index_q;
    if (branch_request_i & branch_is_call_i)
        ras_index_r = ras_index_real_q + 1;
    else if (branch_request_i & branch_is_ret_i)
        ras_index_r = ras_index_real_q - 1;
    else if (ras_call_pred_w & pc_accept_i)
        ras_index_r = ras_index_q + 1;
    else if (ras_ret_pred_w & pc_accept_i)
        ras_index_r = ras_index_q - 1;
end
integer i3;
always @ (posedge clk_i or posedge rst_i)
if (rst_i)
begin
    for (i3 = 0; i3 < NUM_RAS_ENTRIES; i3 = i3 + 1) 
    begin
        ras_stack_q[i3] <= RAS_INVALID;
    end
    ras_index_q <= {NUM_RAS_ENTRIES_W{1'b0}};
end
else if (branch_request_i & branch_is_call_i)
begin
    ras_stack_q[ras_index_r] <= branch_source_i + 32'd4;
    ras_index_q              <= ras_index_r;
end
else if (ras_call_pred_w & pc_accept_i)
begin
    ras_stack_q[ras_index_r] <= (btb_upper_w ? (pc_f_i | 32'd4) : pc_f_i) + 32'd4;
    ras_index_q              <= ras_index_r;
end
else if ((ras_ret_pred_w & pc_accept_i) || (branch_request_i & branch_is_ret_i))
begin
    ras_index_q              <= ras_index_r;
end
reg [NUM_BHT_ENTRIES_W-1:0] global_history_real_q;
always @ (posedge clk_i or posedge rst_i)
if (rst_i)
    global_history_real_q <= {NUM_BHT_ENTRIES_W{1'b0}};
else if (branch_is_taken_i || branch_is_not_taken_i)
    global_history_real_q <= {global_history_real_q[NUM_BHT_ENTRIES_W-2:0], branch_is_taken_i};
reg [NUM_BHT_ENTRIES_W-1:0] global_history_q;
always @ (posedge clk_i or posedge rst_i)
if (rst_i)
    global_history_q <= {NUM_BHT_ENTRIES_W{1'b0}};
else if (branch_request_i)
    global_history_q <= {global_history_real_q[NUM_BHT_ENTRIES_W-2:0], branch_is_taken_i};
else if (pred_taken_w || pred_ntaken_w)
    global_history_q <= {global_history_q[NUM_BHT_ENTRIES_W-2:0], pred_taken_w};
wire [NUM_BHT_ENTRIES_W-1:0] gshare_wr_entry_w = (branch_request_i ? global_history_real_q : global_history_q) ^ branch_source_i[2+NUM_BHT_ENTRIES_W-1:2];
wire [NUM_BHT_ENTRIES_W-1:0] gshare_rd_entry_w = global_history_q ^ {pc_f_i[3+NUM_BHT_ENTRIES_W-2:3],btb_upper_w};
reg [1:0]                    bht_sat_q[NUM_BHT_ENTRIES-1:0];
wire [NUM_BHT_ENTRIES_W-1:0] bht_wr_entry_w = GSHARE_ENABLE ? gshare_wr_entry_w : branch_source_i[2+NUM_BHT_ENTRIES_W-1:2];
wire [NUM_BHT_ENTRIES_W-1:0] bht_rd_entry_w = GSHARE_ENABLE ? gshare_rd_entry_w : {pc_f_i[3+NUM_BHT_ENTRIES_W-2:3],btb_upper_w};
integer i4;
always @ (posedge clk_i or posedge rst_i)
if (rst_i)
begin
    for (i4 = 0; i4 < NUM_BHT_ENTRIES; i4 = i4 + 1)
    begin
	bht_sat_q[i4] <= 2'd3;
    end
end
else if (branch_is_taken_i && bht_sat_q[bht_wr_entry_w] < 2'd3)
    bht_sat_q[bht_wr_entry_w] <= bht_sat_q[bht_wr_entry_w] + 2'd1;
else if (branch_is_not_taken_i && bht_sat_q[bht_wr_entry_w] > 2'd0)
    bht_sat_q[bht_wr_entry_w] <= bht_sat_q[bht_wr_entry_w] - 2'd1;
wire bht_predict_taken_w = BHT_ENABLE && (bht_sat_q[bht_rd_entry_w] >= 2'd2);
reg [31:0]  btb_pc_q[NUM_BTB_ENTRIES-1:0];
reg [31:0]  btb_target_q[NUM_BTB_ENTRIES-1:0];
reg         btb_is_call_q[NUM_BTB_ENTRIES-1:0];
reg         btb_is_ret_q[NUM_BTB_ENTRIES-1:0];
reg         btb_is_jmp_q[NUM_BTB_ENTRIES-1:0];
reg         btb_valid_r;
reg         btb_upper_r;
reg         btb_is_call_r;
reg         btb_is_ret_r;
reg [31:0]  btb_next_pc_r;
reg         btb_is_jmp_r;
reg [NUM_BTB_ENTRIES_W-1:0] btb_entry_r;
integer i0;
always @ *
begin
    btb_valid_r   = 1'b0;
    btb_upper_r   = 1'b0;
    btb_is_call_r = 1'b0;
    btb_is_ret_r  = 1'b0;
    btb_is_jmp_r  = 1'b0;
    btb_next_pc_r = {pc_f_i[31:3],3'b0} + 32'd8;
    btb_entry_r   = {NUM_BTB_ENTRIES_W{1'b0}};
    for (i0 = 0; i0 < NUM_BTB_ENTRIES; i0 = i0 + 1)
    begin
        if (btb_pc_q[i0] == pc_f_i)
        begin
            btb_valid_r   = 1'b1;
            btb_upper_r   = pc_f_i[2];
            btb_is_call_r = btb_is_call_q[i0];
            btb_is_ret_r  = btb_is_ret_q[i0];
            btb_is_jmp_r  = btb_is_jmp_q[i0];
            btb_next_pc_r = btb_target_q[i0];
            btb_entry_r   = i0;
        end
    end
    if (~btb_valid_r && ~pc_f_i[2])
        for (i0 = 0; i0 < NUM_BTB_ENTRIES; i0 = i0 + 1)
        begin
            if (btb_pc_q[i0] == (pc_f_i | 32'd4))
            begin
                btb_valid_r   = 1'b1;
                btb_upper_r   = 1'b1;
                btb_is_call_r = btb_is_call_q[i0];
                btb_is_ret_r  = btb_is_ret_q[i0];
                btb_is_jmp_r  = btb_is_jmp_q[i0];
                btb_next_pc_r = btb_target_q[i0];
                btb_entry_r   = i0;
            end
        end
end
reg [NUM_BTB_ENTRIES_W-1:0]  btb_wr_entry_r;
wire [NUM_BTB_ENTRIES_W-1:0] btb_wr_alloc_w;
reg btb_hit_r;
reg btb_miss_r;
integer i1;
always @ *
begin
    btb_wr_entry_r = {NUM_BTB_ENTRIES_W{1'b0}};
    btb_hit_r      = 1'b0;
    btb_miss_r     = 1'b0;
    if (branch_request_i)
    begin
        for (i1 = 0; i1 < NUM_BTB_ENTRIES; i1 = i1 + 1)
        begin
            if (btb_pc_q[i1] == branch_source_i)
            begin
                btb_hit_r      = 1'b1;
                btb_wr_entry_r = i1;
            end
        end
        btb_miss_r = ~btb_hit_r;
    end
end
integer i2;
always @ (posedge clk_i or posedge rst_i)
if (rst_i)
begin
    for (i2 = 0; i2 < NUM_BTB_ENTRIES; i2 = i2 + 1)
    begin
        btb_pc_q[i2]     <= 32'b0;
        btb_target_q[i2] <= 32'b0;
        btb_is_call_q[i2]<= 1'b0;
        btb_is_ret_q[i2] <= 1'b0;
        btb_is_jmp_q[i2] <= 1'b0;
    end
end
else if (btb_hit_r)
begin
    btb_pc_q[btb_wr_entry_r]     <= branch_source_i;
    if (branch_is_taken_i)
        btb_target_q[btb_wr_entry_r] <= branch_pc_i;
    btb_is_call_q[btb_wr_entry_r]<= branch_is_call_i;
    btb_is_ret_q[btb_wr_entry_r] <= branch_is_ret_i;
    btb_is_jmp_q[btb_wr_entry_r] <= branch_is_jmp_i;
end
else if (btb_miss_r)
begin
    btb_pc_q[btb_wr_alloc_w]     <= branch_source_i;
    btb_target_q[btb_wr_alloc_w] <= branch_pc_i;
    btb_is_call_q[btb_wr_alloc_w]<= branch_is_call_i;
    btb_is_ret_q[btb_wr_alloc_w] <= branch_is_ret_i;
    btb_is_jmp_q[btb_wr_alloc_w] <= branch_is_jmp_i;
end
biriscv_npc_lfsr
#(
    .DEPTH(NUM_BTB_ENTRIES)
   ,.ADDR_W(NUM_BTB_ENTRIES_W)
)
u_lru
(
     .clk_i(clk_i)
    ,.rst_i(rst_i)
    ,.hit_i(btb_valid_r)
    ,.hit_entry_i(btb_entry_r)
    ,.alloc_i(btb_miss_r)
    ,.alloc_entry_o(btb_wr_alloc_w)
);
assign btb_valid_w   = btb_valid_r;
assign btb_upper_w   = btb_upper_r;
assign btb_is_call_w = btb_is_call_r;
assign btb_is_ret_w  = btb_is_ret_r;
assign next_pc_f_o   = ras_ret_pred_w      ? ras_pc_pred_w : 
                       (bht_predict_taken_w | btb_is_jmp_r) ? btb_next_pc_r :
                       {pc_f_i[31:3],3'b0} + 32'd8;
assign next_taken_f_o = (btb_valid_w & (ras_ret_pred_w | bht_predict_taken_w | btb_is_jmp_r)) ? 
                        pc_f_i[2] ? {btb_upper_r, 1'b0} :
                        {btb_upper_r, ~btb_upper_r} : 2'b0;
assign pred_taken_w   = btb_valid_w & (ras_ret_pred_w | bht_predict_taken_w | btb_is_jmp_r) & pc_accept_i;
assign pred_ntaken_w  = btb_valid_w & ~pred_taken_w & pc_accept_i;
end
else
begin: NO_BRANCH_PREDICTION
assign next_pc_f_o    = {pc_f_i[31:3],3'b0} + 32'd8;
assign next_taken_f_o = 2'b0;
end
endgenerate
endmodule
module biriscv_npc_lfsr
#(
     parameter DEPTH            = 32
    ,parameter ADDR_W           = 5
    ,parameter INITIAL_VALUE    = 16'h0001
    ,parameter TAP_VALUE        = 16'hB400
)
(
     input           clk_i
    ,input           rst_i
    ,input           hit_i
    ,input  [ADDR_W-1:0]  hit_entry_i
    ,input           alloc_i
    ,output [ADDR_W-1:0]  alloc_entry_o
);
reg [15:0] lfsr_q;
always @ (posedge clk_i or posedge rst_i)
if (rst_i)
    lfsr_q <= INITIAL_VALUE;
else if (alloc_i)
begin
    if (lfsr_q[0])
        lfsr_q <= {1'b0, lfsr_q[15:1]} ^ TAP_VALUE;
    else
        lfsr_q <= {1'b0, lfsr_q[15:1]};
end
assign alloc_entry_o = lfsr_q[ADDR_W-1:0];
endmodule
$ cat /design/flow/run.sh
#!/bin/bash
# OpenROAD 26Q1-2900-gdf79404cd8, Yosys 0.63+post, stock flow scripts
make -C /OpenROAD-flow-scripts/flow DESIGN_CONFIG=/design/flow/config.mk WORK_HOME=/design/flow/orfs finish
$ cat /design/flow/config.mk
export PLATFORM = sky130hd
export DESIGN_NAME = biriscv_npc
export DESIGN_NICKNAME = biriscv_npc
export VERILOG_FILES = /design/flow/design.v
export SDC_FILE = /design/flow/constraint.sdc
export NUM_CORES = 4
export LEC_CHECK = 1
export CORE_UTILIZATION = 40
$ cat /design/flow/constraint.sdc
current_design biriscv_npc

set clk_period 79.3
set clk_io_pct 0.2

create_clock -name clk0 -period $clk_period [get_ports {clk_i}]

set non_clock_inputs [all_inputs -no_clocks]
set_input_delay [expr $clk_period * $clk_io_pct] -clock clk0 $non_clock_inputs
set_output_delay [expr $clk_period * $clk_io_pct] -clock clk0 [all_outputs]
==> results_slide.txt <==
Synthesis and Place & Route Summary

STA
  – Fin crit period: 43,720 ps
  – RSZ-0062 raised after global routing: no
  – Worst slew pin tran: 1470 ps
  – Max Clk Rate: 0.0229 GHz
  – # setup viols final: 0
  – Setup TNS: 0 ps
  – Clock Skew: 91.3 ps
  – Slew Viols, Final: 0
  – WHS: 483 ps
  – Fin crit share: 55.1%
  – Fin. Hold Viols: 0
  – Slew Limit Headroom: 1.98%

Layout
  – Logic area: 109,000 um2
  – Share of layout cells above drive strength 1: 34.5%
  – Flop area: 87,500 um2
  – Final-layout fill cell count: 46,433
  – Synth-to-layout area growth: 12.9%
  – Post-route cell area: 230,000 um2

Placement
  – DP Area: 215,000 um2
  – Dpl hpwl: 842,000 um
  – PortBufs: 138
  – Routability cong.: 1.19

Yosys
  – Adder Share, Synth: 0.0676%
  – Synthesized instance count: 19,273
  – Synth Register Bits: 3,446
  – Yosys chip area: 203,000 um2
  – Mapped Area: 203,000 um2
  – XORs/XNORs by Area: 9.12%
  – Synth Area per Inst: 10.6 um2
  – Seq share, synth: 43.0%
  – Area share, top type: 29.7%
  – EDFF count, synth: 0
  – Main synth FF type: dfrtp_1
  – Post-synth ARST share: 100%
  – MUX area fraction: 19.8%
  – Biggest area cells: dfrtp_1, mux2_2, dfstp_2, xnor2_1, xor2_1
  – Synth cell types: 105
  – Top cells by count: mux2_2, dfrtp_1, clkbuf_1
  – Leading area contributor after synthesis: dfrtp_1
  – Most frequent cell after synthesis: mux2_2
  – And+or+nand+nor area frac: 11.7%
  – Warnings, synthesis: 9
  – Dominant comb cell: multiplexers
  – Ys cells: 19,273
  – Synth Area in Compound Gates: 12.2%

Clock tree
  – CTS H-tree lvls: 5
  – CTS tree: built
  – Clock sinks: 3,446
  – CTS root buffer: clkbuf_16
  – Clk pin slew, worst setup/hold paths: 60 ps
  – Cts repair resizes: 0
  – Buffer count from post-CTS setup fixing: 0
  – Clock Path Buffers: 4
  – Latency at later pin: 1110 ps
  – CTS buffer count: 402
  – Post-CTS Hold Buffers: 0

Setup path
  – CP arrival: 27,860 ps
  – Type of origin of the critical path: primary input
  – Register-to-Register Path Depth: 26
  – FF-to-FF End: BRANCH_PREDICTION.ras_stack_q[0][28]
  – Setup crit end kind: output port
  – Worst setup path start: pc_f_i[3]
  – FF-to-FF setup slack: 70,210 ps
  – CP Max Fanout: 35
  – Crit path DRT: 63,440 ps
  – R2R Path Start: BRANCH_PREDICTION.btb_pc_q[14][25]
  – Crit path to: next_pc_f_o[0]
  – Kind of critical path: primary input to output port

Global routing
  – Initial antenna violation count: 206
  – Vias in the first global route: 172,851
  – Largest net degree at the start of global routing: 139
  – Global Route Usage Sum: 48.7%
  – First-pass GRT wire length: 1,610,000 um
  – GR Overflow Total: 0

Floorplan
  – Die width: 715 um
  – Boundary Pins: 140
  – Die Y: 715 um
  – Die ar.: 511,000 um2
  – FP Util: 40.2%
  – FP Rows: 261
  – Area of the core: 506,000 um2

Route
  – Final wirelength: 1,210,000 um
  – Wire per inst: 46.0 um
  – Antenna Violating Nets Remaining: 0
  – Vias per cell: 6.98
  – Detailed-route DRC error count: 0
  – Initial DRC Count: 22,131
  – Drt pass-1 iters: 17
  – Via total after detailed routing: 183,889

Power
  – Leak: 96.5 nW
  – P per Cell Area: 25.9 nW/um2
  – Worst vdd ir: 0.0247 mV

Flow run
  – Max Cap Violations: 0
  – Tool warnings: 65

Worst hold path
  – Worst Hold Class: flip-flop to flip-flop

Run status
  – Status: complete, no violations
-- worst min-delay path by stage --
stage	from	end	slack (ps)	depth (start not counted)
after CTS	BRANCH_PREDICTION.ras_stack_q[1][2]	BRANCH_PREDICTION.ras_stack_q[1][2]	490	1
after global routing	BRANCH_PREDICTION.ras_stack_q[1][3]	BRANCH_PREDICTION.ras_stack_q[1][3]	500	1
final	BRANCH_PREDICTION.ras_stack_q[1][2]	BRANCH_PREDICTION.ras_stack_q[1][2]	480	1
-- logic make-up (layout without fill, tap and decap cells) --
group                      after synthesis  in the layout
adders and majority gates               11             11
AOI/OAI and AO/OA                     3497           3497
and+or+nand+nor                       4643           4643
xor gates and xnor gates              2117           2117
muxes                                 3588           3588
DFF                                   3446           3446
other                                    0            228
buffers and inverters                 1971           2123
-- registers in the layout, summed over array words and instances, names as in the netlist, 16 cells and up --
name / flops
BRANCH_PREDICTION.ras_stack_q: 256
BRANCH_PREDICTION.btb_pc_q: 1024
BRANCH_PREDICTION.bht_sat_q: 1024
BRANCH_PREDICTION.btb_target_q: 1024
BRANCH_PREDICTION.u_lru.lfsr_q: 16
BRANCH_PREDICTION.btb_is_jmp_q: 32
BRANCH_PREDICTION.btb_is_call_q: 32
BRANCH_PREDICTION.btb_is_ret_q: 32
-- layer usage --
metal | track usage, % | share of wire [%]
met1 | 58.0 | 35
met2 | 63.7 | 40
met3 | 27.9 | 14
met4 | 38.9 | 11
met5 | 3.58 | 0.17
-- through the flow --
stage	std cells	total power [mW]	setup slack [ps]	utilization, %
finish	26359	5.95	35580	45.4
global route	26191	6.14	35990	45.3
global placement	25388	3.91	36490	42.6
CTS	26130	5.91	36380	45.3
detailed placement	25388	3.93	36450	42.6
floorplan	19273	3.48	16290	-
-- critical path, cell delays in order --
cell,delay [ps]
buf_6,270
buf_4,520
buf_4,610
xor2_1,140
nor4_1,260
nand4_1,430
or3_2,600
buf_4,310
nand2_1,720
and4b_1,290
and4_1,180
buf_4,240
a21oi_4,460
buf_4,550
buf_4,640
o22a_1,240
o211ai_1,90
nor4_1,540
nand4_1,240
nor4_1,450
mux2_2,720
or2_2,630
buf_4,530
nand2_1,450
nor4_2,860
clkdlybuf4s50_1,780
-- report_power, final --
| part | total [mW] | internal [mW] | switching (mW) |
|---|---|---|---|
| clock network | 1.98 | 1.14 | 0.840 |
| registers | 2.62 | 2.20 | 0.420 |
| logic | 1.34 | 0.645 | 0.692 |
| total | 5.95 | 3.99 | 1.95 |
-- cell type report --
class / count / area share [%]
clock buffers: 586 / 5.20
flip-flops and latches: 3446 / 38.1
diodes: 228 / 0.248
multi-input cells: 13856 / 47.5
well taps: 6706 / 3.65
repair buffers: 1265 / 4.27
clock inverters: 156 / 0.856
inverters: 116 / 0.191
-- cell usage in the layout (no fill, tap or decap), drive strengths merged, types with 102 or more instances in the layout --
| cell type | count |
|---|---|
| buf | 1222 |
| dfrtp | 2413 |
| or3 | 582 |
| o21ai | 573 |
| a31oi | 145 |
| nand3 | 632 |
| o211ai | 165 |
| nor2 | 867 |
| diode | 228 |
| o22ai | 239 |
| nand4 | 467 |
| mux2 | 3488 |
| inv | 123 |
| a211oi | 151 |
| xnor2 | 1099 |
| nor3 | 276 |
| nor4 | 457 |
| xor2 | 1018 |
| nand2 | 948 |
| clkinv | 102 |
| a21oi | 564 |
| dfstp | 1033 |
| o221ai | 132 |
| a22oi | 423 |
| and3 | 121 |
| a221oi | 188 |
| clkbuf | 586 |
Power and IR drop assume default switching activity.
